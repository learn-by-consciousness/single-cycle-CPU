--- run.sh ---
#!/bin/bash
# OpenROAD 26Q1-2900-gdf79404cd8, Yosys 0.63+post, stock flow scripts
make -C /OpenROAD-flow-scripts/flow DESIGN_CONFIG=/design/flow/config.mk WORK_HOME=/design/flow/orfs finish
--- config.mk ---
export PLATFORM = sky130hd
export DESIGN_NAME = clk_div
export DESIGN_NICKNAME = clk_div
export VERILOG_FILES = /design/flow/design.v
export SDC_FILE = /design/flow/constraint.sdc
export NUM_CORES = 4
export LEC_CHECK = 1
export CORE_UTILIZATION = 30
--- constraint.sdc ---
current_design clk_div

set clk_period 3.8
set clk_io_pct 0.2

create_clock -name clk0 -period $clk_period [get_ports {I_clk}]

set non_clock_inputs [all_inputs -no_clocks]
set_input_delay [expr $clk_period * $clk_io_pct] -clock clk0 $non_clock_inputs
set_output_delay [expr $clk_period * $clk_io_pct] -clock clk0 [all_outputs]
--- design.v ---
module clk_div(
    input I_clk,  
    output reg[1:0]sw,
    output reg[3:0]ands
    );
    integer conter = 0;
    always @(posedge I_clk)begin          
       if(conter>=1000) begin
            conter <= 0;
            sw = sw + 1;
        end
        else
            conter <= conter + 1;
        case(sw)
            0:ands = 4'b0111;
            1:ands = 4'b1011;
            2:ands = 4'b1101;
            3:ands = 4'b1110;
        endcase
    end
endmodule
==> impl_metrics.toml <==
# flow metrics
[cts]
cts_tree = "done"
cts_resized = 0
cts_root_buffer = "clkbuf_8"
path_clk_slew_ns = 0.07
cts-buffers-inserted = 5
clockBufferDepth = 2
h-tree-depth = 2
insertion_delay_ns = 0.29
clock_sinks = 38
hold_buffers = 0
postCtsSetupBuffers = 0

[critical_path]
cp.arrival_ns = 2.33
start_kind = "flip-flop"
end_kind = "flip-flop"
critPathMaxFanout = 12
cp.required_ns = 4.02
critPathKind = "reg -> reg"

[global_route]
grt_start_max_net_pins = 33
grt_pass1_vias = 1350
antenna_found_initial = 0
overflow = 0
grtUsageTotal_pct = 13.0
grt_pass1_wl_um = 6450

[final_timing]
rsz0062_at_grt = "no"
tightest_slew_ns = 0.766
hold_viol = 0
fin_skew_ns = 0.00316
drv_slew = 0
finalClockPeriodUsage_pct = 55.5
fin_tns_setup_ns = 0
fin_crit_ns = 2.11
slew_headroom_pct = 48.9
fmax_mhz = 474
finalSetupViolCount = 0

[die]
fp.dieH_um = 79.5
ioPinCount = 7
initCoreUtil_pct = 31.9
die_x_um = 79.5
die-area_sq_um = 6320
core-area_sq_um = 5640
rows = 27

[placed_design]
dpl_cell_area_sq_um = 1880
placedCellCount = 270
gp_congestion = 0.815
portBuffers = 6
dp_hpwl_um = 2360

[logic_synthesis]
netlist_area_sq_um = 1800
ys_area_sq_um = 1800
yosysSeqAreaShare_pct = 42.2
syn_avg_cell_area_sq_um = 8.96
yosys-stat-cells = 201
synth_cells = 201
synth.distinct_cells = 34
ys_warn_count = 1
ys_seq_elements = 38

[finish]
final_common_cell = "dfxtp_1"
area_growth_pct = 9.44
stdcell_area_sq_um = 1970
drive_gt1_share_pct = 8.74
nFillCells = 552
final_cells = 278
lay_top_cells = "38 x dfxtp_1, 19 x a21oi_1, 14 x nor2_1"

[power_and_ir_drop]
seq_power_share_pct = 57.6
p_leak_uw = 0.000821
clkPwrFrac_pct = 42.4
powerDensity_nw_per_um2 = 350
power.internal_uw = 544
comb_power_share_pct = 0
vdd_drop_max_v = 0.000190
switching_power_uw = 147
swShare_pct = 21.3

[detailed_routing]
drt_first_iter_violations = 103
firstDrtPassIters = 4
vias = 1455
wl_per_cell_um = 12.8
n_antenna_cell = 0
ant_nets = 0
routed_wl_um = 3560
vias_per_cell = 5.23
drc = 0

[job]
max-cap-violations = 0
openroad.warnings = 27

[status]
status = "finished, final reports clean"

[hold_path]
worstHoldPathType = "reg -> reg"
power groups by stage:
stage	clock network [uW]	logic, uW	registers [uW]
after global routing	319	0.000468	398
final	293	0.000468	398
after CTS	303	0.000468	398
cells in the mapped netlist:
library cell | number | area (sq um)
nor2b_1 | 3 | 18.8
a2bb2oi_1 | 1 | 8.76
a21oi_1 | 19 | 95.1
or3_2 | 3 | 22.5
or2_2 | 1 | 6.26
dfxtp_1 | 38 | 761
or4b_1 | 1 | 10.0
o31ai_1 | 12 | 90.1
o21ba_2 | 1 | 10.0
nand4_2 | 1 | 12.5
nand2_1 | 11 | 41.3
xnor2_1 | 4 | 35.0
clkbuf_1 | 3 | 11.3
and2_1 | 3 | 18.8
mux2i_1 | 3 | 30.0
o211ai_1 | 1 | 7.51
buf_4 | 1 | 7.51
nand4_1 | 9 | 56.3
or4_1 | 10 | 75.1
nor4_1 | 5 | 31.3
and3_1 | 5 | 31.3
inv_1 | 4 | 15.0
or4_2 | 2 | 17.5
and4_1 | 2 | 17.5
nand3_1 | 12 | 60.1
or3_1 | 5 | 31.3
o21ai_0 | 9 | 45.0
buf_6 | 5 | 56.3
ha_1 | 2 | 25.0
or4_4 | 1 | 11.3
xor2_1 | 8 | 70.1
o41a_2 | 1 | 12.5
nor2_1 | 14 | 52.6
o21bai_1 | 1 | 7.51
logic make-up (layout without fill, tap and decap cells):
kind of cell	Yosys count	count (layout)	share of synthesized area [%]
AND/OR/NAND/NOR	88	88	28.5
AND-OR/OR-AND	45	45	15.3
flip-flops	38	38	42.2
buffers and inverters	13	18	5.00
XOR/XNOR	12	12	5.83
multiplexers	3	3	1.67
adder cells (fa/ha/maj)	2	2	1.39
worst max-delay path, cell delays in order (launching register included):
cell and delay [ns]:
dfxtp_1 0.41, ha_1 0.24, and2_1 0.21, nand4_1 0.40, or4_1 0.63, a21oi_1 0.14
area by class of cell:
type                       instances  area (sq um)  area share [%]
multi-input combinational        150           951            48.2
timing repair buffer               6          60.1            3.05
clock buffer                       6          82.6            4.19
tap                               72          90.1            4.57
clock inverter                     2          12.5           0.635
inverter                           4          15.0           0.761
sequential                        38           761            38.6
state kept, by name, indices dropped and copies added (netlist names):
signal,flops
conter,32
sw,2
ands,4
worst paths after layout:
check / slack [ns] / cells after the start / endpoint / from
setup / recovery: 1.69 / 5 / conter[28]$_SDFF_PP0_ / conter[0]$_SDFF_PP0_
hold / removal: 0.50 / 2 / conter[30]$_SDFF_PP0_ / conter[30]$_SDFF_PP0_
setup reg to reg: 1.69 / 5 / conter[28]$_SDFF_PP0_ / conter[0]$_SDFF_PP0_
hold reg to reg: 0.50 / 2 / conter[30]$_SDFF_PP0_ / conter[30]$_SDFF_PP0_
per-stage QoR:
stage | worst slack [ns] | util, % | hold slack, ns | total power, uW
2_1_floorplan | 1.95 | - | 0.449 | 407
3_3_place_gp | 1.75 | 33.3 | 0.477 | 407
3_5_place_dp | 1.75 | 33.3 | 0.480 | 407
4_1_cts | 1.71 | 35.0 | 0.507 | 701
5_1_grt | 1.55 | 35.0 | 0.536 | 716
6_report | 1.69 | 35.0 | 0.503 | 691
routing by layer:
layer	GRT usage (%)	wire length, um	vias to the layer above
met5	0	0	-
met2	18.2	1430	27
met4	2.55	59	0
met1	20.9	1910	664
met3	2.55	155	5
li1	-	-	759
Power figures rest on the tool's default switching activity, not on a simulated workload.
